$ cat design/flow/config.mk
export PLATFORM = sky130hd
export DESIGN_NAME = Decoder_5x32
export DESIGN_NICKNAME = Decoder_5x32
export VERILOG_FILES = /design/flow/design.v
export SDC_FILE = /design/flow/constraint.sdc
export NUM_CORES = 4
export LEC_CHECK = 1
export CORE_AREA = 10 10 70 70
export DIE_AREA = 0 0 80 80
$ cat design/flow/run.sh
#!/bin/bash
# OpenROAD 26Q1-2900-gdf79404cd8, Yosys 0.63+post, stock flow scripts
make -C /OpenROAD-flow-scripts/flow DESIGN_CONFIG=/design/flow/config.mk WORK_HOME=/design/flow/orfs finish
$ cat design/flow/design.v
module Decoder_5x32(output reg [31:0] Eout, input [4:0] Ein, input Ld);
always@(Ein)
	if(!Ld)
		Eout = 0;
	else
		case(Ein)
		5'b00000: 
			Eout = 32'h00000001;
		5'b00001: 
			Eout = 32'h00000002;
		5'b00010: 
			Eout = 32'h00000004;
		5'b00011: 
			Eout = 32'h00000008;
		5'b00100: 
			Eout = 32'h00000010;
                5'b00101:
			Eout = 32'h00000020;
                5'b00110: 
			Eout = 32'h00000040;
                5'b00111: 
			Eout = 32'h00000080;
		5'b01000: 
			Eout = 32'h00000100;
                5'b01001: 
			Eout = 32'h00000200;
                5'b01010: 
			Eout = 32'h00000400;
                5'b01011: 
			Eout = 32'h00000800;
                5'b01100:
			Eout = 32'h00001000;
                5'b01101:
			Eout = 32'h00002000;
                5'b01110:
			Eout = 32'h00004000;
                5'b01111:
			Eout = 32'h00008000;
		5'b10000:
			Eout = 32'h00010000;
                5'b10001:
			Eout = 32'h00020000;
                5'b10010:
			Eout = 32'h00040000;
                5'b10011:
			Eout = 32'h00080000;
                5'b10100:
			Eout = 32'h00100000;
                5'b10101:
			Eout = 32'h00200000;
                5'b10110:
			Eout = 32'h00400000;
                5'b10111:
			Eout = 32'h00800000;
                5'b11000:
			Eout = 32'h01000000;
                5'b11001:
			Eout = 32'h02000000;
                5'b11010:
			Eout = 32'h04000000;
                5'b11011:
			Eout = 32'h08000000;
                5'b11100:
			Eout = 32'h10000000;
                5'b11101:
			Eout = 32'h20000000;
                5'b11110:
			Eout = 32'h40000000;
                5'b11111:
			Eout = 32'h80000000;
		endcase
endmodule
module Decoder_2x4(output reg [3:0] Eout, input [1:0] Ein, input Ld);
always@(Ein)
        if(!Ld)
                Eout = 0;
        else
                case(Ein)
		2'b00:
			Eout = 4'b0001; 
		2'b01:
			Eout = 4'b0010;
		2'b10:
			Eout = 4'b0100;
		2'b11:
			Eout = 4'b1000;
		endcase
endmodule
$ cat design/flow/constraint.sdc
current_design Decoder_5x32

set clk_period 1.3
set clk_io_pct 0.2

create_clock -name clk0 -period $clk_period

set non_clock_inputs [all_inputs -no_clocks]
set_input_delay [expr $clk_period * $clk_io_pct] -clock clk0 $non_clock_inputs
set_output_delay [expr $clk_period * $clk_io_pct] -clock clk0 [all_outputs]
==> impl_metrics.yaml <==
# implementation run metrics
worst_hold_path:
  hold_path_startpoint: "Ein[3]"
  hp-class: "primary input to primary output"
grt:
  grt_antenna_before_repair: 0
  grt_first_pass_wirelength_um: 2890
  grt_max_degree: 9
  grt_pass1_vias: 507
  grt-ovfl-total: 0
  grt_usage: 0.0559
final_timing:
  min_period_ps: 1450
  setup-violations-final: 12
  worst_slew_margin_rel: 0.790
  max_freq_mhz: 688
  hold_ws_ps: 848
  rsz0062_at_grt: "yes"
  fin_crit_sh: 1.12
  worstMarginPinSlew_ps: 315
  hold_viol: 0
  worst_slack_ps: -153
  drv_slew: 0
cells_and_area:
  layout.cells.most_common: "buf_2"
  nClkBuffers: 0
  flop_area_sq_um: 0
  mostFrequentLayoutCells: "buf_2, buf_6, nor2_1, buf_4, nor2_2"
  area_delta_synth_final_pct: 296
  layout-drive-gt1-share: 0.791
  flops: 0
  fin_util: 0.271
placed_design:
  gp_congestion: 0.785
  dp_hpwl_um: 1380
  port_buffers: 38
yosys:
  top_area_frac: 0.513
  yosys.area.top_type: "nor2_1"
  avgSynthCellArea_sq_um: 4.98
  ys_cells: 47
  synthCells: 47
  synth-simple-area-share: 0.952
  ys_sh_aoi: 0
  synth.area.mux_share: 0
  synth.area.top_cells: "nor2_1, nand4bb_1, nand4b_1"
  ys_seq_frac: 0
  yosys_area_sq_um: 234
  synthTopLogicFamily: "simple AND/OR/NAND/NOR gates"
  synth_warnings: 1
  synth_cell_types: 9
  netlist_area_sq_um: 234
  ys_sh_xor: 0
  ys_sh_adder: 0
run_status:
  violations: "setup timing"
  status: "complete, but fails checks"
setup_path:
  cp.arrival_ps: 1190
  cp_common_cell: "buf_6"
  crit_chain: "buf_6 > or4b_4 > buf_6 > nor2_2 > buf_2"
  worstSetupStartpointType: "primary input"
  crit_slowest_cell: "or4b_4"
  worstSetupStartpoint: "Ein[0]"
  cp_max_fo: 3
  end_kind: "primary output"
  path_class: "primary input to primary output"
  cp.required_ps: 1040
  slowest_delay_ps: 530
pwr:
  p_per_area_nw_per_um2: 190
  design_power_total_uw: 176
  vdd_drop_max_v: 0.0000424
  p_leak_nw: 0.444
routing:
  first_iter_violations: 18
  vias: 554
  drc_errors: 0
  post_drt_wl_per_cell_um: 12.9
  drt-total-wl_um: 2010
  ant_nets: 0
  insertedDiodeCount: 0
  first_pass_iters: 3
  avgViaCountPerCell: 3.55
flow_run:
  warnings: 34
  cap_violations: 0
floorplan:
  die_height_um: 80
  ios: 38
  core-area_sq_um: 3420
  fp.dieW_um: 80
  rows: 21
  fp_util: 0.0685
  chipArea_sq_um: 6400
clocking:
  ctsHoldBuffers: 0
-- final timing paths --
path                   end  slack, ps  cells after the start
setup / recovery   Eout[4]       -150                      5
hold / removal    Eout[16]        850                      4
-- metal layers --
layer  vias to the layer above  share of wire  track usage
met3                         0           0.12       0.0261
met5                         -              0            0
li1                        282              -            -
met4                         0              0            0
met1                       250           0.40       0.0667
met2                        22           0.47       0.0947
-- stage by stage --
step / worst slack, ps / TNS [ps] / cells / cell area [sq um]
finish: -153 / -925 / 156 / 926
global route: -186 / -1650 / 156 / 926
CTS: -168 / -1110 / 152 / 853
detailed placement: -815 / -22640 / 132 / 691
global placement: -791 / -22050 / 132 / 691
floorplan: 172 / 0 / 47 / 234
-- kinds of logic (layout without fill, tap and decap cells) --
kind of cell,after synthesis,count (layout)
simple gates,44,44
buf+inv,3,66
-- critical path, delay by kind of cell --
kind / cells / cell delay (ps)
AND/OR/NAND/NOR: 2 / 600
buffers and inverters: 3 / 330
-- repair_timing --
item	CTS	global route
pin swaps	38	19
endpoints found under the setup margin	32	29
resized	141	28
setup buffers	21	4
-- layout make-up --
type	count	area [sq um]
multi-input combinational	44	369
fill	367	2490
tap	46	57.6
timing repair buffer	66	499
-- synthesized netlist by cell type (all sizes together) --
cell type	n
or4b	1
clkbuf	3
nand4bb	3
nor2	32
nand4b	3
or2	1
nand2b	2
nand2	1
nand4	1
-- power breakdown --
group	switching, mW	internal (mW)
Combinational	0.0783	0.0980
Clock	0	0
Sequential	0	0
No activity file was given, so power comes from the tool's default toggle rates.
