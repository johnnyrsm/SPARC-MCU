===== flow/config.mk =====
export PLATFORM = sky130hd
export DESIGN_NAME = Mux32_32x1
export DESIGN_NICKNAME = Mux32_32x1
export VERILOG_FILES = /design/flow/design.v
export SDC_FILE = /design/flow/constraint.sdc
export NUM_CORES = 4
export LEC_CHECK = 1
export CORE_AREA = 10 10 408 408
export DIE_AREA = 0 0 418 418

===== flow/constraint.sdc =====
current_design Mux32_32x1

set clk_period 17.5
set clk_io_pct 0.2

create_clock -name clk0 -period $clk_period

set non_clock_inputs [all_inputs -no_clocks]
set_input_delay [expr $clk_period * $clk_io_pct] -clock clk0 $non_clock_inputs
set_output_delay [expr $clk_period * $clk_io_pct] -clock clk0 [all_outputs]

===== flow/design.v =====
module Mux32_2x1(output reg [31:0] Out, input [31:0] A, B, input S);
always@(S,A,B)
begin
        if(S)
                Out = B;
        else
                Out = A;
end
endmodule
module Mux32_4x1(output reg [31:0] Out, input [31:0] A, B, C, D, input [1:0] S);
always@(S,A,B,C,D)
begin
        case(S)
		2'b00:
		        Out = A;
		2'b01:
		        Out = B;
		2'b10:
		        Out = C;
		2'b11:
		        Out = D;
        endcase
end
endmodule
module Mux32_8x1(output [31:0] Out, input [31:0] In0, In1, In2, In3, In4, In5, In6, In7,
                input [2:0] S);
        wire [31:0] w1, w2;
        Mux32_4x1 MuxA(w1, In0, In1, In2, In3, S[1:0]);
        Mux32_4x1 MuxB(w2, In4, In5, In6, In7, S[1:0]);
        Mux32_2x1 MuxC(Out, w1, w2, S[2]);
endmodule
module Mux32_32x1(output [31:0] Out, input [31:0] In0, In1, In2, In3,
        In4, In5, In6, In7, In8, In9, In10, In11, In12, In13, In14, In15, In16,
        In17, In18, In19, In20, In21, In22, In23, In24, In25, In26, In27, In28,
        In29, In30, In31, input [4:0] S);
        wire [31:0] w1, w2, w3, w4;
        Mux32_8x1 MuxA(w1, In0, In1, In2, In3, In4, In5, In6, In7, S[2:0]);
        Mux32_8x1 MuxB(w2, In8, In9, In10, In11, In12, In13, In14, In15, S[2:0]);
        Mux32_8x1 MuxC(w3, In16, In17, In18, In19, In20, In21, In22, In23, S[2:0]);
        Mux32_8x1 MuxD(w4, In24, In25, In26, In27, In28, In29, In30, In31, S[2:0]);
        Mux32_4x1 MuxE(Out, w1, w2, w3, w4, S[4:3]);
endmodule

===== flow/run.sh =====
#!/bin/bash
# OpenROAD 26Q1-2900-gdf79404cd8, Yosys 0.63+post, stock flow scripts
make -C /OpenROAD-flow-scripts/flow DESIGN_CONFIG=/design/flow/config.mk WORK_HOME=/design/flow/orfs finish

==> deck_impl_summary.md <==
Flow Results at a Glance

Synthesis
  • Average cell area after synthesis: 14.1 um2
  • Synth Instances: 578
  • Post-synth cell types: 36
  • Ys cells: 578
  • Synthesized area: 0.00817 mm2
  • Syn. warnings: 2
  • YS chip area: 0.00817 mm2
  • Mux area share: 0.839
  • Post-Synth XOR/XNOR Area: 0
  • Top cells, area: mux4_2 75%, mux2i_1 4.9%, mux2_2 4.0%
  • Largest logic family: multiplexers
  • Post-synth seq share: 0
  • Synth area leader: mux4_2
  • And+or+nand+nor area frac: 0.0389
  • Max-area cell share: 0.750
  • Synth Area in Adders: 0
  • Yosys aoi share: 0.0656

Global routing
  • GRT Util Overall: 0.155
  • Most used routing layer: met2
  • Largest net degree at the start of global routing: 80
  • First-pass GRT wire length: 168 mm
  • Initial antenna violation count: 172
  • Met3 Track Usage GR: 0.0933
  • Grt met2 use: 0.283
  • Remaining global-route overflow: 0
  • Number of global-route vias before repair: 12956
  • Met1 Use GR: 0.151

Run
  • Max_cap viols: 0
  • OpenROAD warnings: 32

Worst setup path
  • CP Max Fanout: 52
  • Crit start category: input pin
  • Worst Path Required: 14000 ps
  • Worst EP arrival: 7630 ps
  • Element type at the critical path end: primary output
  • Kind of critical path: input pin to primary output

Final timing
  • Fmax: 89.8 MHz
  • Finish-stage setup viols: 0
  • RSZ-0062 raised after global routing: false
  • Fin Setup TNS: 0 ps
  • Slew @ Worst Pin: 863 ps
  • Fin. max-slew vios: 0
  • Final WS setup: 6370 ps
  • Period utilisation layout: 0.636
  • Final hold vios: 0
  • Max-slew headroom: 0.425
  • Minimum clock period: 11130 ps

Routing
  • DR WL/cell: 37.8 um
  • Drt first-iter violations: 624
  • Residual DRC count: 0
  • Vias per cell: 3.30
  • Final ANT Viol Nets: 0
  • Vias: 12167
  • WL final: 139 mm
  • Initial DRT Pass Iterations: 5

Layout
  • Seq Cell Count: 0
  • Register Area: 0 um2
  • # fillers: 17768
  • Area Growth Syn to Fin: 160%
  • Clock buffer count: 0
  • Fraction of layout cells with a size suffix above 1: 0.215

Min path
  • Hold Crit Class: input pin to primary output
  • Hold path start: S[4]
  • Hold Path End: Out[15]
  • Hold depth: 3

Placed design
  • Worst slack at placement: 5890 ps
  • Routability congestion estimate: 1.00
  • Hpwl dp: 130 mm
  • Port bufs: 1061

Die
  • Fp_density: 0.0518
  • Placeable Area: 0.158 mm2
  • # rows: 146
  • Die height: 418 um
  • Ports: 1061
  • Die ar.: 0.175 mm2
  • Die width: 418 um

Clock network
  • Setup Buffers After CTS: 0
  • CTS Hold Bufs: 0
  • Post-cts resize count: 0

Power and ir drop
  • Cell Pwr Density: 26.7 mW/mm2
  • Peak VDD IR: 0.0136 mV
  • Pleak: 6.68 nW

Run status
  • Outcome: completed
worst max path at each step:
stage,start,endpoint,depth (start not counted)
after CTS,S[1],Out[8],9
after global routing,S[1],Out[8],9
final,S[1],Out[8],9
critical path, stage by stage:
cell	delay, ps
buf_8	440
buf_4	620
buf_4	560
buf_4	470
mux4_2	310
nand2_1	90
a32o_1	270
a21oi_1	580
clkdlybuf4s50_1	700
power by group:
group	switching (mW)	total [mW]	internal (mW)
Clock	0	0.0000000827	0.0000000825
Combinational	0.214	0.568	0.354
Sequential	0	0	0
Yosys cell counts, types with 4 or more instances:
master,n
mux4_2,272
nor2_1,13
a22oi_1,9
mux2_2,29
clkbuf_1,20
buf_2,33
buf_4,5
nand2_1,30
buf_6,11
o22ai_1,7
o221ai_1,4
buf_1,13
nor2b_1,7
mux2i_1,40
nand4_1,6
o21ai_0,13
a31oi_1,6
a21oi_1,26
nand3_1,8
a221oi_1,5
per-layer routing:
metal  wire, um  up-vias
li1           -     4769
met2      73200      943
met4       3480      154
met5       1000        -
met1      43300     5961
met3      18400      340
layout make-up:
class                           instances  area, um2  share of cell area
Antenna cell                           24       60.1             0.00282
Inverter                                3       17.5            0.000823
Multi-Input combinational cell        493       7710               0.362
Tap cell                             2072       2590               0.122
Timing Repair Buffer                 1094      10900               0.512
cell usage in the layout (no fill, tap or decap), types with 4 or more instances in the layout:
cell / count
mux2i_1: 40
clkdlybuf4s50_1: 1057
nor2b_1: 7
o221ai_1: 4
nand3_1: 8
diode_2: 24
a22oi_1: 9
nand4_1: 6
a221oi_1: 5
nand2_1: 30
a21oi_1: 26
o22ai_1: 7
nor2_1: 13
buf_4: 32
mux4_2: 272
o21ai_0: 13
mux2_2: 29
a31oi_1: 6
per-stage QoR:
stage                util  hold WS (ps)  cells  instance area [um2]  power [mW]
CTS                 0.134          8090   3662                21200       0.591
detailed placement  0.134          8080   3662                21200       0.588
global placement    0.134          8110   3662                21200       0.589
global route        0.135          8080   3669                21200       0.601
finish              0.135          8030   3686                21300       0.568
floorplan               -          7200    578                 8170       0.181
logic make-up after synthesis:
group,count (synthesis)
buffers and inverters,85
multiplexers,341
AND/OR/NAND/NOR,69
AND-OR/OR-AND,83
Power is estimated from default activity; no workload was simulated.
